==> flow/design.v <==
`timescale 1ns / 1ps
module clz(number, leading_zeros);
input [23:0] number;
reg [31:0] value;
reg [15:0] val16;
reg [7:0] val8;
reg [3:0] val4;
reg [1:0] val2;
reg [4:0] temp;
output reg [4:0] leading_zeros;
always @(number)
  begin
    value = {8'b0, number};
    if (value[31:16] == 16'b0)
      begin
        temp[4] = 1'b1;
      end
    else
      begin
        temp[4] = 1'b0;
      end
    val16 = temp[4] ? value[15:0] : value[31:16];
    if (val16[15:8] == 8'b0)
      begin
        temp[3] = 1'b1;
      end
    else
      begin
        temp[3] = 1'b0;
      end
    val8 = temp[3] ? val16[7:0] : val16[15:8];
    if (val8[7:4] == 4'b0)
      begin
        temp[2] = 1'b1;
      end
    else
      begin
        temp[2] = 1'b0;
      end
    val4 = temp[2] ? val8[3:0] : val8[7:4];
    if (val4[3:2] == 2'b0)
      begin
        temp[1] = 1'b1;
      end
    else
      begin
        temp[1] = 1'b0;
      end
    temp[0] = temp[1] ? ~val4[1] : ~val4[3];
    leading_zeros = temp - 'd8;
  end
endmodule
`timescale 1ns / 1ps
module fpadd_single(clk, reset, reg_A, reg_B, result);
  input clk;
  input reset;
  input [31:0] reg_A;
  input [31:0] reg_B;
  reg sign_A;
  reg [7:0] exp_A;
  reg [22:0] mantissa_A;
  reg [23:0] significand_A;
  reg sign_B;
  reg [7:0] exp_B;
  reg [22:0] mantissa_B;
  reg [23:0] significand_B;
  reg [7:0] exp_sub_result;
  reg [24:0] significand_addition_result;
  wire [4:0] num_of_leading_zeros;
  reg result_sign;
  reg [7:0] result_exp;
  reg [23:0] temp_mantissa;
  reg [22:0] result_mantissa;
  output reg [31:0] result;
  always @(*)
    begin
      sign_A = reg_A[31];
      exp_A = reg_A[30:23];
      mantissa_A = reg_A[22:0];
      sign_B = reg_B[31];
      exp_B = reg_B[30:23];
      mantissa_B = reg_B[22:0];
      significand_addition_result = 25'b0;
      if ((reg_A == 32'b0) && (reg_B == 32'b0))
        begin
          result = 32'b0;
        end
      else if (reg_A == 32'b0)
        begin
          result = reg_B;
        end
      else if (reg_B == 32'b0)
        begin
          result = reg_A;
        end
      else
        begin
          significand_A = {1'b1, mantissa_A};
          significand_B = {1'b1, mantissa_B};
          if (exp_A > exp_B)
            begin
              exp_sub_result = exp_A - exp_B;
              result_exp = exp_A;
              significand_B = significand_B >> exp_sub_result;
              if (sign_A == sign_B)
                begin
                  significand_addition_result = significand_A + significand_B;
                  result_sign = sign_A;
                end
              else 
                begin
                  significand_addition_result = significand_A - significand_B;
                  result_sign = sign_A;
                end
            end
          else if (exp_B > exp_A)
            begin
              exp_sub_result = exp_B - exp_A;
              result_exp = exp_B;
              significand_A = significand_A >> exp_sub_result;
              if (sign_A == sign_B)
                begin
                  significand_addition_result = significand_A + significand_B;
                  result_sign = sign_A;
                end
              else 
                begin
                  significand_addition_result = significand_B - significand_A;
                  result_sign = sign_B;
                end
            end
          else
            begin
              exp_sub_result = 8'b0;
              result_exp = exp_A;
              if (sign_A == sign_B)
                begin
                  significand_addition_result = significand_A + significand_B;
                  result_sign = sign_A;
                end
              else
                begin
                  if (mantissa_A > mantissa_B)
                    begin
                      significand_addition_result = significand_A - significand_B;
                      result_sign = sign_A;
                    end
                  else 
                    begin
                      significand_addition_result = significand_B - significand_A;
                      result_sign = sign_B;
                    end
                end
            end
          if (significand_addition_result == 25'b0)
            begin
              result = 32'b0;
            end
          else
            begin
              if (significand_addition_result[24] == 1'b1)
                begin
                  temp_mantissa = significand_addition_result >> 1'b1;
                end
              else 
                begin
                  temp_mantissa = significand_addition_result << num_of_leading_zeros;
                end
              if (sign_A == sign_B)
                begin
                  result_exp = result_exp + num_of_leading_zeros;
                end
              else 
                begin
                  result_exp = result_exp - num_of_leading_zeros;
                end
              result_mantissa = temp_mantissa[22:0];
              result = {result_sign, {result_exp, result_mantissa}};
            end
        end
    end
  clz clz_inst(.number(significand_addition_result[23:0]), .leading_zeros(num_of_leading_zeros));
endmodule
==> flow/run.sh <==
#!/bin/bash
# OpenROAD 26Q1-2900-gdf79404cd8, Yosys 0.63+post, stock flow scripts
make -C /OpenROAD-flow-scripts/flow DESIGN_CONFIG=/design/flow/config.mk WORK_HOME=/design/flow/orfs finish
==> flow/config.mk <==
export PLATFORM = sky130hd
export DESIGN_NAME = fpadd_single
export DESIGN_NICKNAME = fpadd_single
export VERILOG_FILES = /design/flow/design.v
export SDC_FILE = /design/flow/constraint.sdc
export NUM_CORES = 4
export LEC_CHECK = 1
export CORE_UTILIZATION = 30
==> flow/constraint.sdc <==
current_design fpadd_single

set clk_period 33.3
set clk_io_pct 0.2

create_clock -name clk0 -period $clk_period

set non_clock_inputs [all_inputs -no_clocks]
set_input_delay [expr $clk_period * $clk_io_pct] -clock clk0 $non_clock_inputs
set_output_delay [expr $clk_period * $clk_io_pct] -clock clk0 [all_outputs]
==> qor.yml <==
worst_pin_slew_ns: 0.854
finalSetupViolations: 0
holdPathStages: 4
flops: 0
grt_max_degree: 48
fin_setup_tns_ns: 0
crit_path_start_kind: "input pin"
fmax_mhz: 35.9
place_congestion: 1.08
worstPathArrival_ns: 21.20
status: "complete, no violations"
clock_buffers: 0
top_cells_by_count: "a21oi_1 (199), ha_1 (145), nand2_1 (137), o21ai_0 (133), nor2_1 (130)"
io_pins: 98
critPathKind: "in2out"
grt_pass1_wl_mm: 90.7
ys_types: 99
critical_path_required_ns: 26.64
fin_crit_ns: 27.86
post_cts_resized: 0
fin_crit_sh_pct: 83.7
crit_fanout: 35
setup.worst_path.start: "reg_A[30]"
synth_seq_share_pct: 0
mux_area_share_pct: 10.9
first_pass_iters: 6
io_buffers: 96
cap_violations: 0
end_kind: "output port"
grtUsageTotal_pct: 27.3
wl_mm: 60.5
power_w: 0.00119
simple_gate_area_share_pct: 22.7
top_area_share_pct: 14.0
synthCells: 1896
final_antenna_net_count: 0
antenna_found_initial: 1
synth.most_common_cell: "a21oi_1"
drt_drc_violations_left: 0
place_inst: 2532
core_sq_um: 42300
rsz0062_at_grt: "no"
grt_pass1_vias: 14631
slowest_delay_ns: 0.68
via_count: 15996
p_leak_nw: 6.23
fp.dieW_um: 210
initCoreUtil_pct: 30.6
top_cells_by_area: "ha_1 (14%), a21oi_1 (7.7%), mux2i_1 (5.9%)"
drive_gt1_share_pct: 8.64
cts.hold.buffers_added: 0
slew_violations: 0
post-cts-setup-buffers: 0
ys_warn_count: 2
yosysTopAreaCell: "ha_1"
synth-adder-area-share_pct: 15.2
hold_class: "in2out"
critPathSlowestCell: "a221oi_1"
final_cells: 2532
avgSynthCellArea_sq_um: 6.84
vias_per_cell: 6.32
drt_iter0_drc: 1933
warnings: 92
area_growth_pct: 13.5
die_h_um: 210
ir_drop_mv: 0.0591
endpoint: "result[30]"
seq_area_sq_um: 0
yosys.area_share.aoi_pct: 37.6
netlist_logic_family_top: "AND-OR/OR-AND gates"
netlist_area_sq_um: 13000
dp_hpwl_mm: 47.6
diodes: 0
dieArea_sq_um: 44100
wire_per_inst_um: 23.9
std_cell_rows: 75
overflow: 0
slew_headroom_pct: 42.5
yosys-stat-cells: 1896
synthXorXnorAreaFrac_pct: 6.01
yosysChipArea_sq_um: 13000
hold_viol: 0
pwr_density_cell_nw_per_um2: 80.5
-- worst max-delay path, delay by kind of cell --
kind / cells / cell delay [ns]
buffers and inverters: 6 / 2.35
XOR/XNOR: 4 / 0.65
AND/OR/NAND/NOR: 12 / 3.97
adder cells (fa/ha/maj): 4 / 1.44
AND-OR/OR-AND: 20 / 5.21
multiplexers: 2 / 0.84
-- area by class of cell --
type | count | area (sq um)
Fill cell | 4517 | 27600
Inverter | 128 | 480
Multi-Input combinational cell | 1662 | 12000
Tap cell | 577 | 722
Timing Repair Buffer | 165 | 1480
-- through the flow --
stage	instance area [sq um]	utilization [%]	setup slack (ns)	hold WS, ns
4_1_cts	14700	34.8	5.72	14.36
3_3_place_gp	14700	34.8	5.79	14.37
3_5_place_dp	14700	34.8	5.76	14.35
2_1_floorplan	13000	-	9.18	13.39
6_report	14700	34.8	5.44	14.37
5_1_grt	14700	34.8	4.49	14.42
-- placed cells by master (no fill, tap or decap), drive strengths merged, types with 24 or more instances in the layout --
master / n
nor2: 133
o21bai: 24
nor3: 54
mux2i: 77
o21ai: 149
o21a: 27
a21oi: 204
xor2: 32
buf: 69
inv: 127
nand2: 139
clkdlybuf4s50: 96
a31oi: 26
nand3: 61
a21o: 50
nor4: 33
xnor2: 57
ha: 145
-- where the power goes --
| group | switching, W | total [W] | internal (W) | leakage (nW) |
|---|---|---|---|---|
| Sequential | 0 | 0 | 0 | 0 |
| Clock | 0 | 0 | 0 | 0 |
| Combinational | 0.000692 | 0.00119 | 0.000493 | 6.23 |
-- worst min path at each step --
stage | from | to | slack, ns
finish | reg_B[27] | result[27] | 14.37
global route | reg_B[27] | result[27] | 14.42
CTS | reg_B[27] | result[27] | 14.36
-- logic make-up after synthesis --
| family | after synthesis |
|---|---|
| AOI/OAI and AO/OA | 727 |
| and+or+nand+nor | 581 |
| buffers and inverters | 234 |
| adders and majority gates | 153 |
| muxes | 112 |
| xor gates and xnor gates | 89 |
-- layer usage --
| layer | track usage (%) | wire length (um) |
|---|---|---|
| met2 | 39.3 | 24700 |
| met3 | 7.84 | 7560 |
| met5 | 0 | 0 |
| met4 | 9.49 | 2600 |
| met1 | 38.9 | 25700 |
Power and IR drop assume default switching activity.
