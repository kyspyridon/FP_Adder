==> design.v <==
`timescale 1ns/10ps
module button_antibounce (clk, reset, button, new_button); 
  input button, clk, reset;
  output new_button;
  reg new_button;
  reg temp_button, button_sync;
  reg [29:0] counter;
  parameter limit = 100000;   
  always @(posedge clk)
    begin
      temp_button <= button;
      button_sync <= temp_button;
    end
  always @(posedge clk) 
    begin
      if (button_sync == 1'b1)
        begin
          counter <= counter + 1'b1;
        end
      else 
        begin
          counter <= 1'b0;
        end
      if (counter >= limit && button_sync == 1'b0)
        begin
          new_button <= 1'b1;           
        end
      else if (counter < limit)
        begin
          new_button <= 1'b0;
        end 
    end
endmodule
`timescale 1ns/10ps
module input_provider(clk, reset, button, reg_A, reg_B);
  input clk;
  input reset;
  input button;
  output [31:0] reg_A;
  output [31:0] reg_B;
  wire [63:0] mem_content;
  reg [3:0] address;
  wire new_button;
  button_antibounce btn_antibounce(.clk(clk), .reset(reset), .button(button), .new_button(new_button));
  memory mem_instance(.clk(clk), .reset(reset), .address(address), .mem_content(mem_content));
  always @(posedge clk)
    begin
      if (reset == 1'b1)
        begin
          address <= 4'b0;
        end
      else if (new_button == 1'b1)
        begin
          address <= address + 1'b1;
          if (address == 4'b1010)
            begin
              address <= 4'b0;
            end
        end
      else
        begin
          address <= address;
        end
    end
  assign reg_A = mem_content[63:32];
  assign reg_B = mem_content[31:0];
endmodule
`timescale 1ns/10ps
module memory(clk, reset, address, mem_content);
  input clk, reset;
  input [3:0] address;
  reg [63:0] mem [10:0];
  output reg [63:0] mem_content;
  always @(posedge clk)
    begin
      if (reset == 1'b1)
        begin
          mem['d0] = 64'h3f800000_40000000;
          mem['d1] = 64'hbf800000_3f800000;
          mem['d2] = 64'hc2de8000_45155e00;
          mem['d3] = 64'h6b64b235_6ac49214;
          mem['d4] = 64'h2ac49214_6ac49214;
          mem['d5] = 64'hbfc66666_3fc7ae14;
          mem['d6] = 64'hc565ee8b_4565ee8a;
          mem['d7] = 64'h447a4efa_c47a1ccd;
          mem['d8] = 64'h00000000_00000000;
          mem['d9] = 64'h00000000_40a00000;
          mem['d10] = 64'h38108900_bb908900;
        end
    end
  always @(posedge clk)
    begin
      if (reset == 1'b1)
        begin
          mem_content <= 64'b0;
        end
      else
        begin
          mem_content <= mem[address];
        end
    end
endmodule
==> run.sh <==
#!/bin/bash
# OpenROAD 26Q1-2900-gdf79404cd8, Yosys 0.63+post, stock flow scripts
make -C /OpenROAD-flow-scripts/flow DESIGN_CONFIG=/design/flow/config.mk WORK_HOME=/design/flow/orfs finish
==> config.mk <==
export PLATFORM = sky130hd
export DESIGN_NAME = input_provider
export DESIGN_NICKNAME = input_provider
export VERILOG_FILES = /design/flow/design.v
export SDC_FILE = /design/flow/constraint.sdc
export NUM_CORES = 4
export LEC_CHECK = 1
export CORE_UTILIZATION = 30
==> constraint.sdc <==
current_design input_provider

set clk_period 4.6
set clk_io_pct 0.2

create_clock -name clk0 -period $clk_period [get_ports {clk}]

set non_clock_inputs [all_inputs -no_clocks]
set_input_delay [expr $clk_period * $clk_io_pct] -clock clk0 $non_clock_inputs
set_output_delay [expr $clk_period * $clk_io_pct] -clock clk0 [all_outputs]
==> deck_impl_summary.md <==
Flow Results at a Glance

Synthesis
  – Cells after Synth: 371
  – Post-synth ARST share: 0%
  – Post-synth regs: 82
  – Post-synthesis sequential area ratio: between 40% and 50%
  – Dominant cell area share: between 40% and 50%
  – Post-synth area hogs: dfxtp_1, nor2_1, a21oi_1
  – Syn avg cell area: 8.89 sq um
  – Yosys cell types: 46
  – Synthesis area per yosys: 3300 sq um
  – Top FF cell, synth: dfxtp_1
  – Area leader, netlist: dfxtp_1
  – Number of enable flip-flop cells: 0
  – Yosys warning total: 4
  – Post-Syn Area: about 3300 sq um
  – Yosys cell count: about 370

Setup path
  – CP max FO: 22
  – Critical path launch point type: input port
  – Critical Path AT: 2.72 ns
  – Crit path launch: reset
  – Worst R2R Start: btn_antibounce.counter[0]$_SDFF_PN0_
  – Worst Setup Path Type: in2reg
  – R2R depth: 5
  – Crit end category: flip-flop
  – Worst EP required: between 4 and 5 ns

Routing
  – 1st-iter DRT viols: 64
  – WL/cell: 11.6 microns
  – Drt pass-1 iters: 4
  – Via count: 2611
  – DRT Wirelength: 6.40 mm
  – Via density: about 4.7
  – Antenna fix cells: 0
  – Final ANT Viol Nets: 0
  – Remaining DRCs: 0

Power
  – Pint: 930 uW
  – Switching power: around 300 uW
  – Sw frac: 24.0%
  – Pwr/cell area: between 300 and 400 nW/um^2
  – P_leak: between 1.5 and 2 nW
  – Clk pwr share: 39.3%
  – Seq pwr share: 58.8%
  – Combinational share of power: 1.9%
  – Peak VDD IR: 149 uV

CTS
  – Clock sink total: 82
  – CTS clk-pin slew, worst paths: 0.08 ns
  – Max Root-Sink Buffers: 2
  – Late-Pin Clk Latency: 0.36 ns
  – # resized after CTS: 0
  – TritonCTS clock tree: built
  – Htree depth: 3
  – Cts hold-fix bufs: 0
  – CTS buffer count: 9
  – Setup bufs post-CTS: 0
  – Clock root cell: clkbuf_8

Global routing
  – GR Layer Usage met3: roughly 2.4%
  – M1 GR Usage: about 17%
  – Vias in the first global route: 2384
  – Gr usage total: 11.9%
  – GR peak layer: met2
  – Initial antenna violation count: 0
  – First-pass GRT wire length: 11.0 mm
  – Remaining global-route overflow: 0
  – GRT met2 Usage: a little under a fifth
  – Largest net degree at the start of global routing: 29

Place
  – Final HPWL DP: ~4.2 mm
  – Placed insts: about 540
  – IO Port Bufs: 65
  – Routability cong.: 0.796

Floorplanning
  – Chip height: around 110 microns
  – Die area: 11400 sq um
  – Io pins: 67
  – Row cnt: 37
  – Fp_density: a little under a third
  – Chip width: 107 microns
  – Core area: 10500 sq um

Finish
  – Most frequent logic cell in the layout: dfxtp_1
  – Final std cells w/o fill: 552
  – Layout area overhead: 23.6%
  – Fin util: 38.8%
  – Share of cells above drive strength 1: under 10%
  – Fillers: 1019
  – Top Layout Cells: dfxtp_1, clkdlybuf4s50_1, nor2_1

Min path
  – Worst hold path class: reg2reg
  – Beginning of the worst hold path: btn_antibounce.temp_button$_DFF_P_
  – Hold path depth: 0

STA
  – RSZ-0062 raised after global routing: no
  – Fin Hold WS: 0.334 ns
  – Final clock skew: 0.00677 ns
  – Final Hold Vio Count: 0
  – Final tally of max-slew violations: 0
  – Crit share post-route: 52.7%
  – Achievable clock frequency: between 0.4 and 0.5 GHz
  – Period minus WS final: 2.42 ns
  – Final setup violation count: 0
  – Setup_tns: 0 ns
  – Rel. slew slack: 43.2%
  – Slew @ Worst Pin: 0.852 ns

Run
  – OpenROAD warnings: 27
  – # Max-Cap Violations: 0

Status
  – Status: finished clean
-- stage by stage --
step,power (mW),worst slack (ns),cell area [sq um]
after floorplan,0.749,2.86,3300
final,1.22,2.18,4080
after CTS,1.24,2.21,4080
after detailed placement,0.760,1.86,3900
after global placement,0.760,1.88,3900
after global routing,1.27,2.06,4080
-- final cells by class --
cell class / count / area, sq um / share of cell area, %
clock inverter: 6 / 50.0 / 1.23
timing repair buffer: 66 / 658 / 16.1
sequential: 82 / 1640 / 40.3
inverter: 17 / 63.8 / 1.56
clock buffer: 10 / 128 / 3.13
multi-input combinational: 235 / 1370 / 33.5
tap: 136 / 170 / 4.17
-- worst max-delay path, stage by stage --
cell	delay (ns)
clkdlybuf4s50_1	0.79
or2_2	0.58
nor2_1	0.18
nand2_1	0.11
nand3_1	0.14
-- worst paths after layout --
kind,end,slack (ns)
setup / recovery,mem_instance.mem_content[11]$_SDFF_PP0_,2.18
hold / removal,btn_antibounce.button_sync$_DFF_P_,0.33
setup reg to reg,btn_antibounce.counter[24]$_SDFF_PN0_,2.46
hold reg to reg,btn_antibounce.button_sync$_DFF_P_,0.33
-- state kept, by name, summed over array words and instances, names as in the netlist --
register                    cells
mem_instance.mem_content       45
address                         4
btn_antibounce.temp_button      1
btn_antibounce.counter         30
btn_antibounce.new_button       1
btn_antibounce.button_sync      1
-- cell usage after synthesis (all sizes together), types with 2 or more instances --
library cell / count
dfxtp: 82
xnor2: 4
o21ai: 16
nand3b: 2
nor2b: 5
and2: 5
and4: 6
nand3: 12
or3: 9
a311oi: 2
a21oi: 30
ha: 2
nand2b: 11
or4: 6
nor3: 7
nand2: 26
o31ai: 5
nor4: 4
xor2: 10
nor2: 43
inv: 17
buf: 26
o22a: 2
and3: 4
or2: 2
clkbuf: 11
nand4: 9
mux2i: 5
-- power groups by stage --
stage	Combinational [mW]	Sequential [mW]	Clock (mW)
6_report	0.0230	0.720	0.481
5_1_grt	0.0255	0.721	0.528
4_1_cts	0.0233	0.720	0.495
-- metal layers --
| layer | vias to the layer above | share of wire (%) |
|---|---|---|
| li1 | 1328 | - |
| met1 | 1185 | 49 |
| met2 | 89 | 43 |
| met3 | 9 | 6.3 |
| met4 | 0 | 1.4 |
| met5 | - | 0 |
-- cell families (layout without fill, tap and decap cells) --
family                     after synthesis  in the layout  synth area share (%)
AOI/OAI and AO/OA                       60             60                  10.3
muxes                                    5              5                  1.52
and+or+nand+nor                        153            153                  25.0
DFF                                     82             82                  49.8
xor gates and xnor gates                14             14                  3.72
buffers and inverters                   54             99                  8.80
other                                    1              1                 0.114
adders and majority gates                2              2                 0.759
No activity file was given, so power comes from the tool's default toggle rates.
